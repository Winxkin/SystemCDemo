`config.mk`:
```
export PLATFORM = sky130hd
export DESIGN_NAME = stmach
export DESIGN_NICKNAME = stmach
export VERILOG_FILES = /design/flow/design.v
export SDC_FILE = /design/flow/constraint.sdc
export NUM_CORES = 4
export LEC_CHECK = 1
export CORE_AREA = 10 10 70 70
export DIE_AREA = 0 0 80 80
```
`constraint.sdc`:
```
current_design stmach

set clk_period 1.4
set clk_io_pct 0.2

create_clock -name clk0 -period $clk_period [get_ports {clk}]

set non_clock_inputs [all_inputs -no_clocks]
set_input_delay [expr $clk_period * $clk_io_pct] -clock clk0 $non_clock_inputs
set_output_delay [expr $clk_period * $clk_io_pct] -clock clk0 [all_outputs]
```
`design.v`:
```
module stmach(clk, key, play, recrd, erase, save,address);
parameter main_st = 4'b0000,
		  review_st = 4'b0001,
		  repeat_st = 4'b0010,
		  save_st = 4'b0011,
		  erase_st = 4'b0100,
		  send_st = 4'b0101,
		  address_st = 4'b0110,
		  record_st = 4'b0111,
		  begin_rec_st = 4'b1000,
		  message_st = 4'b1001;
parameter zero = 4'b0000,
		  one = 4'b0001,
		  two = 4'b0010,
		  three = 4'b0011,
		  four = 4'b0100,
		  five = 4'b0101,
		  six = 4'b0110,
		  seven = 4'b0111,
		  eight = 4'b1000,
		  nine = 4'b1001,
		  star = 4'b1010,
		  pound = 4'b1011;
input clk;
input [0:3] key;
output play, recrd, erase, save, address;
reg [0:3] next_state;
reg [0:3] current_state;
reg play, recrd, erase, save, address;
always @(posedge clk)
	current_state = next_state;
always @(key or current_state)
begin
	play = 1'b0;
	recrd = 1'b0;
	erase = 1'b0;
	save = 1'b0;
	address = 1'b0;
	case (current_state)
		main_st : 
		begin
			if (key == one)
				next_state = review_st;
			else if (key == two)
				next_state = send_st;
			else
				next_state = main_st;
		end
		review_st:
		begin
			if (key == one)
				next_state = repeat_st;
			else if (key == two)
				next_state = save_st;
			else if (key == three)
				next_state = erase_st;
			else if (key == pound)
				next_state = main_st;
			else
			next_state = review_st;
		end
		repeat_st: 
		begin
			play = 1'b1;
			next_state = review_st;
		end
		save_st:
		begin
			save = 1'b1;
			next_state = review_st;
		end
		erase_st:
		begin
			erase = 1'b1;
			next_state = review_st;
		end
		send_st:
		begin
			next_state = address_st;
		end
		address_st:
		begin
			address = 1'b1;
			if (key == pound)
				next_state = record_st;
			else
				next_state = address_st;
		end
		record_st: 
		begin
			if (key == five)
				next_state = begin_rec_st;
			else
				next_state = record_st;
		end
		begin_rec_st: 
		begin
			recrd = 1'b1;
			next_state = message_st;
		end
		message_st: 
		begin
			recrd = 1'b1;
			if (key == pound)
				next_state = send_st;
			else
			next_state = message_st;
		end
	endcase
end
endmodule
```
`run.sh`:
```
#!/bin/bash
# OpenROAD 26Q1-2900-gdf79404cd8, Yosys 0.63+post, stock flow scripts
make -C /OpenROAD-flow-scripts/flow DESIGN_CONFIG=/design/flow/config.mk WORK_HOME=/design/flow/orfs finish
```
==> run notes <==
The flow ran to the end, and the final reports show no timing, DRC or antenna violations. The count of unclocked register or latch pins was 4. With the cell-internal power at 226.2 µW, the final cell count without fillers is 129. The flow reports that the clock network draws 48.9% of the design power.

For this sky-water flow run, the detailed-routed wirelength per cell is reported as 9.388 µm. After legalization and detailed placement, the total HPWL measured 942.6 µm. Synthesis produced a netlist whose cell count is 63. The delay contributed by the slowest stage of the critical path is 0.32 ns, and the maximum frequency from static timing analysis is 750.3 MHz. The floorplan has 21 rows. The routed via count is 501, and the effective utilization at floorplan is 13.33%. With the initial antenna violation count at 0, the fraction of final layout cells with drive strength greater than 1 is 39.76%.

The final-report max-slew violation count was 0; the vertical die dimension was 80 µm. The first TritonRoute pass finished after 4 iterations. The worst setup path is launched from a flop.

The run gives 0.8791 for the final estimated routing congestion in global placement. Summed over all cells, the static leakage comes to 0.3086 nW. The chip occupies 6400 µm². TritonCTS built the clock tree. For this run, the chip area from Yosys synthesis comes to 455.4 µm². The arrival time at the worst endpoint was 1.05 ns. Horizontal die dimension: 80 µm. With the number of standard cells reported by yosys at 63, the net switching power is 58.31 µW.

The routed design ends up with an antenna cell count of 0. The terminating pin of the worst hold path was save. The endpoint class of the critical path is an output port. 8 endpoints have no timing constraint. Slowest library cell on the worst path: sky130_fd_sc_hd__dfxtp_2. The depth of the CTS H-tree came out at 1.

The total of buffers placed on input and output ports was 9. At the worst endpoint, the required time is 1.12 ns. Overall power consumption after layout is estimated at 284.5 µW. The run gives 0 for the final setup violation count.

The total count of hold-check failures in the final report was 0; the violation count after the first detailed-route iteration was 21. In this run the worst path has a maximum fanout of 3. The run gives 0 for the number of hold buffers added after cts. The logs give 3.894% for the global-route usage over all layers and 39.0% for the register share of total power. The launch instance of the worst min-delay path is current_state[3]$_DFF_P_. After detailed routing, the number of vias per cell comes to 3.884.

Per STA, the worst path is made up of buf_4 > and2_4 > dlygate4sd2_1. Per the run report, area growth between synthesis and finish was 62.91%. The finished layout reports a core utilization of 21.72%. Once placement completed, the tool counted placed cells totaling 125.

Of the total power, combinational logic draws 12.1%. Per the post-CTS timing run, clock transition at the registers of the reported paths is 0.04 ns. Counting instances, the worst hold path has a depth of 3.

The global-route wire length before repair is 2166 µm. Summed over all layers, the global routing overflow is 0. Total power normalized to cell area comes to 383.5 nW/µm². Summing every instance area after synthesis gives 455.4 µm². The count of warnings emitted by yosys was 1; the buffer depth of the longest clock path was 2. Counting I/O delays and the setup requirement, the final critical path takes 1.333 ns.

The classification of the worst setup path was reg2out. The worst-case headroom to the max-slew limit was 79.52%; the mean area per synthesized cell was 7.229 µm². Setup repair after global routing left no endpoint under its margin.

With the post-synthesis cell type count at 27, the total wirelength of the detailed-routed design is 1211 µm. The class of the tightest hold or removal check is reg2out. Per the power-grid run, VDD falls by no more than 99.97 µV. The area of the core is 3416 µm². With the number of synthesized register bits at 8, the number of nets with antenna violations after routing is 0.

Via count of the first global-routing pass: 513. Dividing the final minimum period by the clock period gives 95.20%. Looking at the max-slew report, the worst-margin pin has a slew of 0.3066 ns.

The CTS buffer count came out at 3. In the routed design, unresolved DRC markers number 0. For the number of maximum-capacitance violations, the log shows 0. The net switching fraction of the power is 20.49%.

Warnings raised by the tools during the run amount to 25. During I/O placement, the number of pins put on the boundary was 10. Entering global routing, the biggest net connects 10 pins. The root cell of the clock tree was sky130_fd_sc_hd__clkbuf_4.
## synthesized netlist by cell type
cell type / number / area, µm²
sky130_fd_sc_hd__a21oi_1: 2 / 10.01
sky130_fd_sc_hd__a31oi_1: 2 / 12.51
sky130_fd_sc_hd__clkbuf_1: 4 / 15.01
sky130_fd_sc_hd__inv_1: 4 / 15.01
sky130_fd_sc_hd__or3_1: 1 / 6.260
sky130_fd_sc_hd__and4_2: 1 / 10.01
sky130_fd_sc_hd__o21ai_2: 1 / 8.760
sky130_fd_sc_hd__nor4_1: 1 / 6.260
sky130_fd_sc_hd__nor3_1: 4 / 20.02
sky130_fd_sc_hd__or4b_4: 1 / 13.76
sky130_fd_sc_hd__and2_1: 1 / 6.260
sky130_fd_sc_hd__nor2b_1: 1 / 6.260
sky130_fd_sc_hd__dlxtn_1: 4 / 60.06
sky130_fd_sc_hd__a2111oi_2: 1 / 15.01
sky130_fd_sc_hd__o22ai_1: 1 / 6.260
sky130_fd_sc_hd__o21ba_2: 1 / 10.01
sky130_fd_sc_hd__nand3_1: 1 / 5.000
sky130_fd_sc_hd__o211ai_2: 1 / 12.51
sky130_fd_sc_hd__nand4b_1: 1 / 8.760
sky130_fd_sc_hd__dfxtp_1: 4 / 80.08
sky130_fd_sc_hd__nand2b_1: 2 / 12.51
sky130_fd_sc_hd__and4bb_2: 1 / 12.51
sky130_fd_sc_hd__a22o_1: 1 / 8.760
sky130_fd_sc_hd__o21ai_0: 5 / 25.02
sky130_fd_sc_hd__xnor2_1: 1 / 8.760
sky130_fd_sc_hd__nor2_1: 6 / 22.52
sky130_fd_sc_hd__nand2_1: 10 / 37.54
## worst max path at each step
stage	from	endpoint	slack (ns)
4_1_cts	current_state[1]$_DFF_P_	play	0.02
5_1_grt	current_state[1]$_DFF_P_	save	0.01
6_report	current_state[0]$_DFF_P_	recrd	0.07
## what timing repair did
item,in CTS,in global routing
setup endpoints to repair,5,2
setup buffers,1,0
resized,19,2
pin swaps,4,0
## final cells by class
cell class / count / area, µm²
Clock buffer: 3 / 22.52
Inverter: 4 / 15.01
Fill cell: 371 / 2674
Sequential cell: 8 / 150.1
Timing Repair Buffer: 21 / 176.4
Multi-Input combinational cell: 47 / 320.3
Tap cell: 46 / 57.56
## registers in the layout, summed over array words and instances, names as in the netlist
signal	flops
current_state	4
next_state	4
## cell families (layout without fill, tap and decap cells)
group                     count (synthesis)  count (layout)  synth area share, %
AOI/OAI and AO/OA                        15              15                23.90
and+or+nand+nor                          31              31                36.82
xor gates and xnor gates                  1               1                1.923
latches                                   4               4                13.19
DFF                                       4               4                17.58
buffers and inverters                     8              28                6.591
## layer usage
metal	track usage [%]	wire length, µm	vias to the layer above
met1	4.600	530	225
met4	1.761	21	0
li1	-	-	264
met2	6.982	607	10
met3	0.2273	52	2
met5	0	0	-
## worst max-delay path, delay by kind of cell (launching register included)
family	cells	cell delay, ns
buffers and inverters	2	0.36
AND/OR/NAND/NOR	1	0.15
flip-flops	1	0.32
## power groups by stage
stage / Clock (mW) / Sequential (mW) / Combinational [mW]
6_report: 0.139 / 0.111 / 0.0343
5_1_grt: 0.155 / 0.111 / 0.0383
4_1_cts: 0.148 / 0.111 / 0.0342
## per-stage QoR
step	hold slack [ns]	TNS [ns]	cell area, µm²	setup WS [ns]
after floorplan	0.7208	0	455.4	0.3227
after CTS	1.150	0	739.5	0.01705
after global routing	1.182	0	742.0	0.01021
after detailed placement	1.115	-0.1571	670.6	-0.1328
after global placement	1.105	-0.1363	670.6	-0.1039
final	1.129	0	742.0	0.06716
## cell usage in the layout, fill, tap and decap left out, drive strengths merged
master | synthesis | routed
buf | 0 | 12
nand2 | 10 | 10
nor2 | 6 | 6
o21ai | 6 | 6
inv | 4 | 4
clkdlybuf4s50 | 0 | 4
dlxtn | 4 | 4
nor3 | 4 | 4
dfxtp | 4 | 4
clkbuf | 4 | 3
dlygate4sd2 | 0 | 3
a31oi | 2 | 2
a21oi | 2 | 2
clkdlybuf4s15 | 0 | 2
nand2b | 2 | 2
and2 | 1 | 1
and4 | 1 | 1
and4bb | 1 | 1
a22o | 1 | 1
nor2b | 1 | 1
nor4 | 1 | 1
xnor2 | 1 | 1
o21ba | 1 | 1
nand4b | 1 | 1
or4b | 1 | 1
or3 | 1 | 1
o22ai | 1 | 1
nand3 | 1 | 1
o211ai | 1 | 1
a2111oi | 1 | 1
No activity file was given, so power comes from the tool's default toggle rates.
