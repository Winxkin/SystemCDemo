`/design/flow/run.sh`:
```
#!/bin/bash
# OpenROAD 26Q1-2900-gdf79404cd8, Yosys 0.63+post, stock flow scripts
make -C /OpenROAD-flow-scripts/flow DESIGN_CONFIG=/design/flow/config.mk WORK_HOME=/design/flow/orfs finish
```
`/design/flow/config.mk`:
```
export PLATFORM = sky130hd
export DESIGN_NAME = ram
export DESIGN_NICKNAME = ram
export VERILOG_FILES = /design/flow/design.v
export SDC_FILE = /design/flow/constraint.sdc
export NUM_CORES = 4
export LEC_CHECK = 1
export CORE_UTILIZATION = 30
```
`/design/flow/constraint.sdc`:
```
current_design ram

set clk_period 11.1
set clk_io_pct 0.2

create_clock -name clk0 -period $clk_period

set non_clock_inputs [all_inputs -no_clocks]
set_input_delay [expr $clk_period * $clk_io_pct] -clock clk0 $non_clock_inputs
set_output_delay [expr $clk_period * $clk_io_pct] -clock clk0 [all_outputs]
```
`/design/flow/design.v`:
```
module ram(addr, enable, readwr, data);
input [0:7] addr;
input enable, readwr;
inout [0:15] data;
reg [0:15] ramdata [0:255];
assign data = (enable & !readwr) ? ramdata[addr] : 16'bz;
always @(addr or enable or readwr or data)
begin
	if (enable & readwr)
		ramdata[addr] = data;
end
endmodule
```
==> notes.md <==
run metrics: DIE HEIGHT=559.0 um, Yosys Instances=9,215, Err=[error] [KeplerFormal.cpp:679] Workflow failed: Iso has multiple drivers: .data0, _05984_.Y0, synthesized area=93,080 um2, FP Core Util=0.3014, die width=559.0 um, synth unique cells=80, post-CTS setup buffers=0, count of unclocked register or latch pins=slightly above 4,000, number of synthesis warnings=274, synthesized area per cell=roughly 10 um2, Ports=26, Post-synth regs=4,096, DP HPWL=494,500 um, ys async rst share=0, Post-CTS Hold Fix Bufs=0, YS chip area=between 90,000 and 100,000 um2, Halt Stage=4_1_cts, status=aborted with a tool error, GPL Wtd Cong=roughly 1.3, PostCTS Resize Cnt=0, EDFF count, synth=0, Rows=204, IO Port Bufs=10, top_reg_cell synth=dlxtn_1, endpoints left unconstrained=4,096, Mapped Cells=9,215
==> cell families after synthesis <==
family,count (synthesis),synth area share
AND-OR/OR-AND,2266,0.1830
buffers and inverters,691,0.03051
XOR/XNOR,3,0.0002823
latches,4096,0.6607
AND/OR/NAND/NOR,2156,0.1251
multiplexers,3,0.0003495
==> per-stage QoR <==
| step | std cells | area (um2) | setup WS [ns] | power [uW] |
|---|---|---|---|---|
| floorplan | 9215 | 93150 | 0.06794 | 4352 |
| global placement | 13515 | 104000 | 0.7934 | 15160 |
| detailed placement | 13518 | 104100 | 0.6835 | 7755 |
==> cell usage after synthesis, drive strengths merged, types with 140 or more instances <==
cell    number  share of area
nand2      174         0.0070
o22ai      199          0.013
and3       157          0.011
nor4       140         0.0095
dlxtn     4096           0.66
a22o       143          0.013
a32oi      188          0.018
a22oi      920          0.074
nand3      838          0.045
nand4      315          0.021
o21ai      217          0.012
clkbuf     412          0.017
buf        276          0.014
nor2       281          0.011
No activity file was given, so power comes from the tool's default toggle rates.
